$ cat /design/flow/design.v
`timescale 1ns / 1ps
module bit4_look_ahead_carry_adder(
    input [3:0] A_in,
    input [3:0] B_in,
    input C_in,
    output [3:0] AND_out,
    output [3:0] OR_out,
    output [3:0] XOR_out,
    output [3:0] S_out,
    output C_out
    );
    wire [4:0] carry;
    wire [3:0] C_g;
    wire [3:0] C_p;
    assign carry[0] = C_in;
    assign C_out = carry[4];
    assign C_g = A_in & B_in;
    assign C_p = A_in | B_in;
    assign AND_out = C_g;
    assign OR_out = C_p;
    assign XOR_out = A_in ^ B_in;
    assign carry[1] = C_g[0] | (C_p[0] & C_in);
    assign carry[2] = C_g[1] | (C_p[1] & C_g[0]) | (C_p[1] & C_p[0] & C_in);
    assign carry[3] = C_g[2] | (C_p[2] & C_g[1]) | (C_p[2] & C_p[1] & C_g[0]) | (C_p[2] & C_p[1] & C_p[0] & C_in);
    assign carry[4] = C_g[3] | (C_p[3] & C_g[2]) | (C_p[3] & C_p[2] & C_g[1]) | (C_p[3] & C_p[2] & C_p[1] & C_g[0]) | (C_p[3] & C_p[2] & C_p[1] & C_p[0] & C_in);
	assign S_out = XOR_out ^ carry[3:0];
endmodule
$ cat /design/flow/run.sh
#!/bin/bash
# OpenROAD 26Q1-2900-gdf79404cd8, Yosys 0.63+post, stock flow scripts
make -C /OpenROAD-flow-scripts/flow DESIGN_CONFIG=/design/flow/config.mk WORK_HOME=/design/flow/orfs finish
$ cat /design/flow/config.mk
export PLATFORM = sky130hd
export DESIGN_NAME = bit4_look_ahead_carry_adder
export DESIGN_NICKNAME = bit4_look_ahead_carry_adder
export VERILOG_FILES = /design/flow/design.v
export SDC_FILE = /design/flow/constraint.sdc
export NUM_CORES = 4
export LEC_CHECK = 1
export CORE_AREA = 10 10 70 70
export DIE_AREA = 0 0 80 80
$ cat /design/flow/constraint.sdc
current_design bit4_look_ahead_carry_adder

set clk_period 1.8
set clk_io_pct 0.2

create_clock -name clk0 -period $clk_period

set non_clock_inputs [all_inputs -no_clocks]
set_input_delay [expr $clk_period * $clk_io_pct] -clock clk0 $non_clock_inputs
set_output_delay [expr $clk_period * $clk_io_pct] -clock clk0 [all_outputs]
==> flow_summary_export.csv <==
group,metric,value,unit
sta,setup_violations,1,
routing,antenna_left,0,
floorplan,core_area,3420,µm²
routing,wl_met1,575,µm
run,maxCapViolations,0,
floorplan,die_area,6400,µm²
global_routing,grt_remaining_overflow,0,
setup_path,crit_required,1440,ps
global_routing,antenna_found_initial,0,
sta,timing.final.ws_setup,-24.5,ps
routing,dr_wl_met2,576,µm
setup_path,cp_max_fo,2,
pwr,p_per_area,246,nW/µm²
global_routing,track_usage,3.79,%
sta,rsz0062_at_grt,"true",
sta,final_hold_viol_count,0,
floorplan,initCoreUtil,8.46,%
sta,worst_slew_pin_slew,256,ps
finish,ff_count,0,
sta,slew_headroom,82.9,%
synth,top_area_cell,"ha_1",
routing,via_count,410,
global_routing,grt_pass1_vias,428,
pwr,power,0.209,mW
pwr,ir_worst_vdd,105,µV
status,status,"finished with violations",
global_routing,grt_max_degree,5,
floorplan,rows,21,
floorplan,fp.dieW,80,µm
setup_path,worstSetupEndpointType,"output port",
finish,seq_area,0,µm²
setup_path,startpoint_type,"input port",
sta,whs,1170,ps
synth,ys_cells,41,
routing,drt-vias-per-instance,3.20,
routing,wl,1.32,mm
sta,fin_tns_setup,-24.5,ps
place,pre_cts_slack,-946,ps
synth,ys_types,15,
synth,syn-mean-instance-area,7.05,µm²
worst_hold_path,min_from,"B_in[2]",
pwr,power_leakage,0.381,nW
synth,synth-seq-area-share,0,%
floorplan,die_h,80,µm
floorplan,io_pins,26,
synth,synthCells,41,
synth,common_cells,"17 x inv_1, 9 x ha_1, 3 x nor2_1",
routing,firstDrtPassIters,2,
sta,fmaxAchievable,0.548,GHz
synth,ys_warn_count,0,
sta,finalCritPeriodShare,101,%
cts,hold_buffers,0,
synth,top_area_share,39.0,%
routing,drc,0,
place,post-dp-hpwl,1.05,mm
routing,wl_per_cell,10.3,µm
routing,diodes,0,
setup_path,critPathKind,"input port to output port",
finish,drive_above_1_share,58.5,%
synth,ys_area,289,µm²
routing,maxUsedRoutingLayer,"met3",
finish,area_growth,194,%
synth,synth.most_common_cell,"inv_1",
global_routing,grt_pass1_wl,2.02,mm
synth,netlist_area,289,µm²
sta,final_max_slew_viol_count,0,
setup_path,cp.arrival,1460,ps
synth,topCellsByArea,"ha_1 39%, inv_1 22%, fa_1 6.9%",
finish,clock_buffers,0,
sta,period_needed,1820,ps
routing,dr_wl_met3,166,µm
routing,drtIter0Drc,1,
status,violations,"negative setup slack",
place,gp_congestion,0.759,
setup_path,startpoint,"A_in[0]",
run,warnings,39,
worst_hold_path,holdCritPathClass,"input port to output port",
place,io_buffer_count,26,
[through the flow]
step	util [%]	instances	cell area, µm²
after floorplan	-	41	289
after global placement	20.0	123	682
after detailed placement	20.0	123	682
after CTS	24.5	126	838
after global routing	24.9	128	851
final	24.9	128	851
[worst paths after layout]
path	endpoint	slack, ps	cells after the start
hold / removal	S_out[2]	1170	5
setup / recovery	S_out[3]	-20	8
[power breakdown]
group          switching [mW]  total (mW)  internal, mW
clock                       0           0             0
combinational          0.0759       0.209         0.133
sequential                  0           0             0
total                  0.0759       0.209         0.133
[what timing repair did]
| action | in CTS | in global routing |
|---|---|---|
| pin swaps | 6 | 6 |
| gates cloned | 0 | 0 |
| setup endpoints to repair | 17 | 6 |
| setup buffers | 3 | 2 |
| resized | 75 | 12 |
[logic make-up (layout without fill, tap and decap cells)]
| kind of cell | count (synthesis) | after routing | share of synthesized area [%] |
|---|---|---|---|
| buffers and inverters | 17 | 58 | 22.1 |
| AND/OR/NAND/NOR | 6 | 6 | 9.53 |
| AND-OR/OR-AND | 6 | 6 | 16.5 |
| adder cells (fa/ha/maj) | 10 | 10 | 45.9 |
| XOR/XNOR | 2 | 2 | 6.06 |
[routing by layer]
metal / vias up / GRT usage (%)
met5: - / 0
met4: 0 / 0
met3: 0 / 1.82
met2: 17 / 6.50
met1: 186 / 4.44
li1: 207 / -
[layout by cell type (no fill, tap or decap)]
cell type / Yosys / layout
buf_8: 0 / 3
dlygate4sd2_1: 0 / 3
a21oi_2: 0 / 1
buf_6: 0 / 4
a2bb2oi_2: 0 / 1
ha_4: 0 / 5
nand2b_4: 0 / 1
inv_2: 0 / 3
buf_4: 0 / 12
ha_1: 9 / 3
nor2b_4: 0 / 1
clkdlybuf4s15_2: 0 / 1
inv_6: 0 / 1
ha_2: 0 / 1
nor2_1: 3 / 3
o31ai_2: 0 / 1
xnor2_1: 1 / 1
fa_2: 0 / 1
buf_2: 0 / 2
inv_4: 0 / 4
clkdlybuf4s50_1: 0 / 11
nand2_1: 1 / 1
a2111oi_4: 0 / 1
a311o_1: 1 / 1
xor2_1: 1 / 1
inv_1: 17 / 9
clkbuf_2: 0 / 4
a211oi_2: 0 / 1
clkdlybuf4s15_1: 0 / 1
[area by class of cell]
class	count	area [µm²]
inverter	17	78.8
tap	46	57.6
multi-input combinational	24	347
fill	370	2560
timing repair buffer	41	368
[critical path, stage by stage]
cell	delay [ps]
buf_6	80
inv_4	40
ha_4	140
nand2b_4	130
a311o_1	280
buf_4	140
a211oi_2	160
buf_2	130
Power and IR drop assume default switching activity.
