### design/flow/design.v
`timescale 1ns / 1ps
module bit32_ripple_carry_adder(
    input [31:0] A_in,
    input [31:0] B_in,
    input C_in,
    output [31:0] S_out,
    output C_out
    );
    wire carry[32:0];
    assign carry[0] = C_in;
    assign C_out = carry[32];
    genvar i;
    generate
        for (i=0;i<32;i=i+1)begin
            full_adder FA(.A_in(A_in[i]), .B_in(B_in[i]), .C_in(carry[i]), .S_out(S_out[i]), .C_out(carry[i+1]));
        end
    endgenerate
endmodule
`timescale 1ns / 1ps
module full_adder(
    input A_in,
    input B_in,
    input C_in,
    output S_out,
    output C_out
    );
    wire ha1_C_out, ha1_S_out, ha2_C_out;
    half_adder HA1(.A_in(A_in), .B_in(B_in), .S_out(ha1_S_out), .C_out(ha1_C_out));
    half_adder HA2(.A_in(C_in), .B_in(ha1_S_out), .S_out(S_out), .C_out(ha2_C_out));
    assign C_out = ha1_C_out | ha2_C_out;
endmodule
`timescale 1ns / 1ps
module half_adder(
    input A_in,
    input B_in,
    output S_out,
    output C_out
    );
	assign S_out = A_in ^ B_in;
	assign C_out = A_in & B_in;
endmodule
### design/flow/run.sh
#!/bin/bash
# OpenROAD 26Q1-2900-gdf79404cd8, Yosys 0.63+post, stock flow scripts
make -C /OpenROAD-flow-scripts/flow DESIGN_CONFIG=/design/flow/config.mk WORK_HOME=/design/flow/orfs finish
### design/flow/config.mk
export PLATFORM = sky130hd
export DESIGN_NAME = bit32_ripple_carry_adder
export DESIGN_NICKNAME = bit32_ripple_carry_adder
export VERILOG_FILES = /design/flow/design.v
export SDC_FILE = /design/flow/constraint.sdc
export NUM_CORES = 4
export LEC_CHECK = 1
export CORE_AREA = 10 10 83 83
export DIE_AREA = 0 0 93 93
### design/flow/constraint.sdc
current_design bit32_ripple_carry_adder

set clk_period 31.2
set clk_io_pct 0.2

create_clock -name clk0 -period $clk_period

set non_clock_inputs [all_inputs -no_clocks]
set_input_delay [expr $clk_period * $clk_io_pct] -clock clk0 $non_clock_inputs
set_output_delay [expr $clk_period * $clk_io_pct] -clock clk0 [all_outputs]
==> Table 3: Implementation characteristics <==
Table: implementation figures

Parameter                              Value

Outcome
  Result of the run .................. finished, final reports clean

Logic synthesis
  Syn avg cell area .................. between 10 and 15 sq um
  Post-synth area from yosys stat .................. 910.9 sq um
  # Cells Yosys .................. 72
  Distinct cell type count of the synthesized netlist .................. 3
  Sequential area share after synthesis .................. 0
  Synthesized instance count .................. 72
  Post-synthesis instance area .................. 910.9 sq um
  Synth warn .................. 1

CTS
  Setup repair bufs after CTS .................. 0
  Count of instances resized after the clock tree is built .................. 0
  Hold-fix buffers at CTS .................. 0

Flow run
  Max capacitance violation total .................. 0
  Total tool warning count .................. 32

Routing
  Initial DRT Pass Iterations .................. 2
  Antenna fix cells .................. 0
  Vias per Instance .................. 3.558
  Drc violations .................. 0
  Number of design-rule violations left by the first detailed-router iteration .................. 1
  Number of nets with antenna violations after detailed routing .................. 0
  Detailed-route wire length .................. ~3300 um
  DR WL/cell .................. around 16 um
  Vias after detailed routing .................. 740

Place
  Number of buffers added on ports .................. 98
  Post-place setup slack .................. around 5 ns
  Routability cong. .................. 0.8506
  Post-DP HPWL .................. approximately 3300 um

Floorplan
  DIE WIDTH .................. just over 90 um
  Chip Footprint .................. ~8600 sq um
  Die Ht .................. 93 um
  Number of primary I/O pins .................. 98
  Core Util at FP .................. 0.1772
  Core area .................. a little over 5000 sq um
  Cell Rows .................. 26

Min path
  Type of the tightest min-delay check .................. input pin to primary output
  Launch instance of the worst min-delay path .................. B_in[30]
  Hold depth .................. 5
  WHS Endpoint .................. S_out[30]

Global route
  Pin count of the biggest net entering global routing .................. 2
  GRT Max-Usage Layer .................. met2
  Met1 demand-to-capacity share in global routing .................. 0.09262
  Met2 track demand over resource .................. 0.09930
  Met3 layer usage reported by global route .................. 0.07916
  Via count of the first global-routing pass .................. around 960
  Number of antenna violations at the first check in global routing .................. 0
  Global-route wire length before repair .................. roughly 5000 um
  Total global-route track usage .................. 0.07663
  GR Overflow Total .................. 0

STA
  Slack of the critical path .................. 5.154 ns
  Max Fclk .................. 38.39 MHz
  Worst-Margin Slew .................. ~0.13 ns
  Crit share post-route .................. 0.8348
  Number of pins with negative max-slew slack in the final report .................. 0
  Hold Fails Final Rpt .................. 0
  Post-layout min period .................. 26.05 ns
  Final count of negative-setup-slack endpoints .................. 0
  Sum of negative setup slack .................. 0 ns
  Max-slew headroom at the worst pin .................. 0.9137
  RSZ-0062 raised after global routing .................. no

Pwr
  Combinational cell fraction of total power .................. 1.000
  Cell-internal power .................. 0.00002551 W
  Share of total power consumed by net switching .................. 0.2633
  Power share of the clock group .................. 0
  Power density relative to cell area .................. 19.91 nW/um^2
  Switching power of the nets .................. 0.000009118 W
  Part of the total power dissipated in sequential elements .................. 0
  Static power due to leakage .................. 0.6596 nW
  Worst ir drop on vdd .................. around 7.3 uV

Setup path
  Element type at the critical path start .................. input pin
  Slowest cell on crit path .................. clkdlybuf4s50_1
  Critical Path AT .................. 19.81 ns
  Cell repeated most along the worst path .................. fa_1
  Delay of the slowest cell on the worst path .................. 0.46 ns
  CP Max Fanout .................. 1
  Critical Path RT .................. between 20 and 25 ns
  Crit Path Category .................. input pin to primary output
  Type of element capturing the critical path .................. primary output

Layout
  Sequential cell count of the final layout .................. 0
  Register area .................. 0 sq um
  Logic area .................. 640.6 sq um
  Fraction of layout cells with a size suffix above 1 .................. 0
  Fillers .................. 532
  Tally of clock buffers in the finished layout .................. 0
  Syn-to-layout area delta .................. 90.93%
-- worst max path at each step --
stage | start | end
4_1_cts | A_in[0] | S_out[31]
5_1_grt | A_in[0] | S_out[31]
6_report | A_in[0] | S_out[31]
-- cell usage after synthesis, drive strengths merged --
cell type  number  share of area
inv             8          0.033
buf            32           0.26
fa             32           0.70
-- final cells by class --
type               instances  area share
repair buffers            98      0.5640
multi-input cells         32      0.3683
well taps                 70     0.05036
inverters                  8     0.01727
-- cell usage in the layout (no fill, tap or decap) --
cell             netlist  layout
clkdlybuf4s50_1        0      98
fa_1                  32      32
inv_1                  8       8
-- power groups by stage --
stage | Combinational (W) | Sequential (W) | Clock, W
after global routing | 0.0000395 | 0 | 0
final | 0.0000346 | 0 | 0
after CTS | 0.0000358 | 0 | 0
-- worst max-delay path: cells and delay by family --
| kind | cells | cell delay [ns] |
|---|---|---|
| adder cells (fa/ha/maj) | 32 | 12.53 |
| buffers and inverters | 4 | 1.04 |
-- cells by family (layout without fill, tap and decap cells) --
family	after synthesis	after routing	share of synthesized area
fa+ha+maj	32	32	0.7033
buf+inv	40	106	0.2967
-- layer usage --
metal	share of wire	wire length (um)
met5	0	0
met4	0	0
met3	0.26	865
met2	0.32	1065
met1	0.41	1370
-- through the flow --
stage | hold WS (ns) | instance area [sq um] | total power (W) | util | std cells
CTS | 13.55 | 1739 | 0.00003579 | 0.3384 | 208
detailed placement | 13.55 | 1739 | 0.00003562 | 0.3384 | 208
finish | 13.54 | 1739 | 0.00003463 | 0.3384 | 208
global route | 13.60 | 1739 | 0.00003946 | 0.3384 | 208
floorplan | 12.69 | 910.9 | 0.00001668 | - | 72
global placement | 13.55 | 1739 | 0.00003534 | 0.3384 | 208
No activity file was given, so power comes from the tool's default toggle rates.
